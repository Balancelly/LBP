`/design/flow/constraint.sdc`:
```
current_design LBP

set clk_period 3.8
set clk_io_pct 0.2

create_clock -name clk0 -period $clk_period [get_ports {clk}]

set non_clock_inputs [all_inputs -no_clocks]
set_input_delay [expr $clk_period * $clk_io_pct] -clock clk0 $non_clock_inputs
set_output_delay [expr $clk_period * $clk_io_pct] -clock clk0 [all_outputs]
```
`/design/flow/config.mk`:
```
export PLATFORM = sky130hd
export DESIGN_NAME = LBP
export DESIGN_NICKNAME = LBP
export VERILOG_FILES = /design/flow/design.v
export SDC_FILE = /design/flow/constraint.sdc
export NUM_CORES = 4
export LEC_CHECK = 1
export CORE_UTILIZATION = 40
```
`/design/flow/run.sh`:
```
#!/bin/bash
# OpenROAD 26Q1-2900-gdf79404cd8, Yosys 0.63+post, stock flow scripts
make -C /OpenROAD-flow-scripts/flow DESIGN_CONFIG=/design/flow/config.mk WORK_HOME=/design/flow/orfs finish
```
`/design/flow/design.v`:
```
module LBP
(
	input 	 			clk,
	input 	 			rst,
	input 				enable, 
	output 	reg		[11:0] 	gray_addr, 
	output 	reg 			gray_OE, 
	input 	  		[7:0]  	gray_data, 
	output 	reg		[11:0]	lbp_addr, 
    	output 	reg         		lbp_WEN, 
    	output 	reg [7:0] 		lbp_data, 
	output	reg			finish 
);
reg [4:0] entry_counter;
reg [1:0] lbp_counter_cal,lbp_counter_w;
reg [2:0] cs,ns;
reg [7:0] m; 
reg [7:0] g_0,g_1,g_2,g_3,g_4,g_5,g_6,g_7;
reg [7:0] gc;
parameter idle=3'd0,read_s=3'd1,lbp_cal=3'd2,lbp_w=3'd3,z_w=3'd4,finish_st=3'd5;
always@(posedge clk or posedge rst)begin
	if(rst)begin
		cs<=idle;
	end
	else begin
		cs<=ns;
	end
end
always@(*)begin
	case(cs)
	idle: 
	begin
		if(enable)begin
			ns=z_w;
		end
		else begin
			ns=idle;
		end
	end
	z_w:
	begin
		if(lbp_addr==12'd4095)begin
			ns=read_s;
		end
		else begin
			ns=z_w;
		end
	end	
	read_s: 
	begin 
		if(entry_counter==5'd30)begin
		ns=lbp_cal;
		end
		else begin
		ns=read_s;
		end
	end
	lbp_cal:
	begin
		if(lbp_counter_cal==2'd2)begin
			ns=lbp_w;
		end
		else begin
			ns=lbp_cal;
		end
	end
	lbp_w:	
	begin 
		if(lbp_addr==12'd4033 &&lbp_counter_w==2'd1)begin
			ns=finish_st;
		end
		else if(lbp_addr!=12'd4033 && lbp_counter_w==2'd3)begin
			ns=read_s;
		end
		else begin	
			ns=lbp_w;
		end
	end
	finish_st:ns=idle;
	default: ns=read_s;
	endcase
end
always@(*) begin 
	if(cs==read_s)begin
		gray_OE=1'b1;
	end
	else begin
		gray_OE=1'b0;
	end
end
always@(posedge clk or posedge rst) begin
	if(rst)begin
		entry_counter<=5'd0;
	end
	else begin 
		if(gray_OE && entry_counter<5'd30)begin 
			entry_counter<=entry_counter+5'd1; 
		end
		else begin
			entry_counter<=5'd0;
		end
	end
end
always@(posedge clk or posedge rst) begin
	if(rst)begin
		gray_addr<=12'd0;
		g_0<=8'd0;
		g_1<=8'd0;
		g_2<=8'd0;
		g_3<=8'd0;
		gc<=8'd0;
		g_4<=8'd0;
		g_5<=8'd0;
		g_6<=8'd0;
		g_7<=8'd0;
	end
	else begin
		if(gray_OE)begin
			if(entry_counter==5'd3)begin 
				if(gray_addr==12'd0)begin
					gray_addr<=gray_addr;
				end
				else begin
					if(gray_addr[5] & gray_addr[4] & gray_addr[3] & gray_addr[2] & gray_addr[1] & gray_addr[0])begin 
						gray_addr<=gray_addr-12'd127; 
					end	
					else begin
						gray_addr<=gray_addr-12'd129; 
					end
				end
			end
			else if (entry_counter==5'd6)begin	
				gray_addr<=gray_addr+12'd1; 
				g_0 <= gray_data; 
			end
			else if (entry_counter==5'd9)begin
				gray_addr<=gray_addr+12'd1; 
				g_1<= gray_data;  
			end
			else if (entry_counter==5'd12)begin
				gray_addr<=gray_addr+12'd62; 
				g_2 <= gray_data;  
			end
			else if (entry_counter==5'd15)begin
				gray_addr<=gray_addr+12'd1; 
				g_3 <= gray_data;  
			end
			else if (entry_counter==5'd18)begin
				gray_addr<=gray_addr+12'd1; 
				gc <= gray_data;  
			end
			else if (entry_counter==5'd21)begin
				gray_addr<=gray_addr+12'd62; 
				g_4 <= gray_data; 
			end
			else if (entry_counter==5'd24)begin
				gray_addr<=gray_addr+12'd1; 
				g_5 <= gray_data; 
			end
			else if (entry_counter==5'd27)begin
				gray_addr<=gray_addr+12'd1; 
				g_6 <= gray_data; 
			end
			else if (entry_counter==5'd30)begin
				g_7 <= gray_data;
			end
			else begin
				gray_addr<=gray_addr;
			end
		end
		else begin
			gray_addr<=gray_addr;
		end
	end
end
always@(*)begin
	if(cs==z_w||(cs==lbp_w&&lbp_addr<12'd4033))begin  
		lbp_WEN=1'b1;
	end
	else begin
		lbp_WEN=1'b0;
	end
end
always@(posedge clk or posedge rst) begin
	if(rst)begin
		lbp_counter_cal<=2'd0;
	end
	else begin 
		if(cs==lbp_cal && lbp_counter_cal<2'd2)begin 
			lbp_counter_cal<=lbp_counter_cal+2'd1; 
		end
		else begin
			lbp_counter_cal<=2'd0;
		end
	end
end
always@(posedge clk or posedge rst) begin
	if(rst)begin
		lbp_counter_w<=2'd0;
	end
	else begin 
		if(cs==lbp_w && lbp_counter_w<2'd3)begin 
			lbp_counter_w<=lbp_counter_w+2'd1; 
		end
		else begin
			lbp_counter_w<=2'd0;
		end
	end
end
always@(posedge clk or posedge rst)begin
	if(rst)begin
		lbp_addr<=12'd0;
	end
	else if(cs==z_w && lbp_WEN && lbp_addr<12'd4095)begin  
		lbp_addr<=lbp_addr+12'd1; 
	end
	else if(cs==z_w && lbp_WEN && lbp_addr==12'd4095)begin  
		lbp_addr<=lbp_addr-12'd4030; 
	end
	else if(cs==lbp_w &&lbp_counter_w==2'd3)begin 
			if(lbp_addr[5]&	lbp_addr[4] &lbp_addr[3] & lbp_addr[2] & lbp_addr[1] & !lbp_addr[0])begin 
				lbp_addr<=lbp_addr+12'd3;
			end
			else begin
				lbp_addr<=lbp_addr+12'd1;
			end
	end
	else begin
		lbp_addr<=lbp_addr;
	end
end	
always@(posedge clk or posedge rst)begin
	if(rst)begin
		lbp_data<=8'd0;
	end
	else if(cs==z_w && lbp_WEN)begin  
		lbp_data<=8'd0;
	end
	else if(cs==lbp_cal &&lbp_counter_cal==2'd1)begin 
		lbp_data<=m;	
	end
	else begin
		lbp_data<=lbp_data;
	end
end	
always@(posedge clk or posedge rst)begin
	if(rst)begin
		finish<=1'b0;
	end
	else begin	
		if(cs==finish_st)begin
			finish<=1'b1;
		end
		else begin
			finish<=1'b0;
		end		
	end
end		
always@(*)begin 
	if(g_0 < gc)begin
		m[0] = 1'b0;
	end
	else begin
		m[0] = 1'b1;
	end
	if(g_1 < gc)begin
		m[1] = 1'b0;
	end
	else begin
		m[1] = 1'b1;
	end
	if(g_2 < gc)begin
		m[2] = 1'b0;
	end
	else begin
		m[2]  = 1'b1;
	end
	if(g_3 < gc)begin
		m[3] = 1'b0;
	end
	else begin
		m[3] = 1'b1;
	end
	if(g_4 < gc)begin
		m[4] = 1'b0;
	end
	else begin
		m[4] = 1'b1;
	end
	if(g_5 < gc)begin
		m[5] = 1'b0;
	end
	else begin
		m[5] = 1'b1;
	end
	if(g_6 < gc)begin
		m[6] = 1'b0;
	end
	else begin
		m[6] = 1'b1;
	end
	if(g_7 < gc)begin
		m[7] = 1'b0;
	end
	else begin
		m[7] = 1'b1;
	end
end
endmodule
```
==> qor.yml <==
status: "complete, no violations"
gp_congestion: 0.888
critPathRequiredTime_ps: 4100
ff2ff_path_depth: 9
finalHoldViolCount: 0
common_cells: "dfrtp_1 (119), ha_1 (82), mux2_2 (65), nand2_1 (48), o21ai_0 (40)"
crit_cells: 9
grtUsageTotal: 0.186
grt_first_pass_wirelength_microns: 28400
worst_hold_path.endpoint: "finish"
route.detailed.drc: 0
worstHoldPathCells: 0
wl_per_cell_microns: 16.8
rsz0062_at_grt: "false"
tool_warnings: 37
ys_warn_count: 1
endpoint_kind: "flip-flop"
crit_type: "reg -> reg"
cpPeakStageDelay_ps: 570
worst_pin_slew_ps: 774
fin_ws_ps: 610
port_buffers: 45
xor_share: 0.0234
p_per_area_nw_per_um2: 365
setup-violations-final: 0
slew_violations: 0
ys_sh_adder: 0.137
yosysChipArea_sq_um: 7490
placed_cells: 955
cts_max_path_buffers: 2
critPathLaunchType: "flip-flop"
drt_pass1_iterations: 12
compound_area_frac: 0.160
cp_num_buf_inv: 0
edf_count: 0
holdCritStartpoint: "cs[4]"
fin_crit_sh: 0.839
ys_async_sr_fraction: 1.00
htree_levels: 4
clock_sinks: 120
ios: 46
chipHeight_microns: 139
top_cell_area_share: 0.397
reg2reg_from: "gray_addr[3]"
cts_tree: "done"
syn_inst: 704
combGateArea_sq_um: 4240
max_freq_mhz: 313
dp_slack_ps: 621
ys_sh_mux: 0.123
yosys-stat-cells: 704
seq_area_sq_um: 3000
peakVddDrop_uv: 322
fin_tns_setup_ps: 0
antenna_cells: 0
die_width_microns: 139
syn_area_sq_um: 7490
yosysSeqAreaShare: 0.401
clock_latency_ps: 410
core.rowCount: 49
leakage_uw: 0.00399
crit_arrival_ps: 3490
fin_crit_ps: 3190
postCtsSetupBuffers: 0
area_leaders: "dfrtp_1 (40%), ha_1 (14%), mux2_2 (9.8%), o21ai_0 (2.7%), nand2_1 (2.4%)"
hold_buffers: 0
crit_fanout: 14
topCombFamilyByArea: "AND-OR/OR-AND gates"
dieArea_sq_um: 19300
finalPower_uw: 3190
grt_pass1_vias: 5421
first_iter_violations: 397
syn-mean-instance-area_sq_um: 10.6
r2r_end: "gray_addr[10]"
grt_max_degree: 87
final_cells: 986
skew_ps: 7.05
most_common_cell: "dfrtp_1"
fp_util: 0.413
layout-drive-gt1-share: 0.160
top_area_cell: "dfrtp_1"
hp-class: "reg -> reg"
relSlewSlack: 0.479
antenna_found_initial: 0
maxCapViolCount: 0
r2r_slack_ps: 610
hpwl_microns: 11500
routed_wl_microns: 16600
cp_slowest_cell: "dfrtp_1"
vias: 5482
viasPerCell: 5.56
simple_gate_share: 0.121
finish.utilization: 0.482
numCtsBuffers: 17
critPathTopFamily: "AND-OR/OR-AND gates"
postRouteAntennaNets: 0
cts_root_buf: "clkbuf_16"
grt_remaining_overflow: 0
coreArea_sq_um: 18100
fillerInstances: 1623
cts-resized-gates: 0
synth.distinct_cells: 73
synth_flop_count: 120
path_clk_slew_ps: 60
path_cells: "and3_1, nand4_1, ha_1, and3b_1, o41ai_1, a21oi_1, o311a_1, a31oi_1, o21ai_1"
area_delta_synth_final_pct: 16.8
flop_cell: "dfrtp_1"
==> power breakdown <==
group / switching, uW / total [uW] / internal (uW)
Sequential: 19.6 / 1330 / 1310
Combinational: 104 / 193 / 88.6
Clock: 586 / 1670 / 1080
==> area by class of cell <==
class,instances,area share
multi-input combinational,527,0.484
clock inverter,10,0.0166
sequential,120,0.343
clock buffer,21,0.0538
timing repair buffer,48,0.0555
tap,229,0.0328
inverter,31,0.0137
==> layer usage <==
layer / GRT usage / up-vias / share of wire
met3: 0.0345 / 19 / 0.044
met1: 0.300 / 2657 / 0.50
met2: 0.275 / 115 / 0.44
li1: - / 2691 / -
met5: 0 / - / 0
met4: 0.0257 / 0 / 0.013
==> logic make-up after synthesis <==
| family | Yosys count |
|---|---|
| AND-OR/OR-AND | 176 |
| XOR/XNOR | 20 |
| adder cells (fa/ha/maj) | 82 |
| buffers and inverters | 57 |
| flip-flops | 120 |
| multiplexers | 80 |
| AND/OR/NAND/NOR | 169 |
==> layout by cell type (no fill, tap or decap), types with 4 or more instances in the layout <==
cell / n
a22o_1: 7
o211ai_1: 5
o21ai_0: 40
inv_1: 29
mux2i_1: 6
nand3_1: 12
clkinv_4: 4
nor3_1: 12
a21oi_1: 35
nand3b_1: 4
o22ai_1: 4
a21o_1: 19
nor4_1: 5
xor2_1: 9
nor2_1: 30
clkbuf_16: 17
nand2_1: 48
mux2_2: 65
o21bai_1: 7
nand4_1: 11
and3_1: 7
mux2_4: 8
or3_1: 4
a41o_1: 7
a31oi_1: 5
dfrtp_1: 119
clkdlybuf4s50_1: 45
xnor2_1: 11
o21ai_1: 4
a211oi_1: 9
ha_1: 82
o21a_1: 5
nand2b_1: 12
==> worst reg2reg max path: cells and delay by family, from the launching register on <==
family,cells,cell delay (ps)
compound gates,5,1190
simple gates,3,830
flops,1,570
fa+ha+maj,1,490
==> worst max-delay path by stage <==
stage	startpoint	endpoint	slack [ps]
6_report	gray_addr[3]	gray_addr[10]	610
5_1_grt	gray_addr[3]	gray_addr[10]	280
4_1_cts	gray_addr[3]	gray_addr[10]	600
==> state kept, by name (all words and copies together) (netlist names) <==
register and cells:
g_4 8, lbp_counter_w 2, g_1 8, entry_counter 5
g_3 8, gray_addr 12, g_0 8, finish 1
lbp_counter_cal 2, g_5 8, lbp_addr 12, g_7 8
cs 6, g_6 8, g_2 8, gc 8
lbp_data 8
==> metrics by stage <==
step	hold WS, ps	instance area [sq um]
2_1_floorplan	355	7500
3_3_place_gp	363	8130
3_5_place_dp	366	8130
4_1_cts	379	8750
5_1_grt	393	8750
6_report	376	8750
Power figures rest on the tool's default switching activity, not on a simulated workload.
